**flow/config.mk**
```make
export PLATFORM = sky130hd
export DESIGN_NAME = ShiftModule
export DESIGN_NICKNAME = ShiftModule
export VERILOG_FILES = /design/flow/design.v
export SDC_FILE = /design/flow/constraint.sdc
export NUM_CORES = 4
export LEC_CHECK = 1
export CORE_UTILIZATION = 30
```
**flow/constraint.sdc**
```tcl
current_design ShiftModule

set clk_period 4.1
set clk_io_pct 0.2

create_clock -name clk0 -period $clk_period

set non_clock_inputs [all_inputs -no_clocks]
set_input_delay [expr $clk_period * $clk_io_pct] -clock clk0 $non_clock_inputs
set_output_delay [expr $clk_period * $clk_io_pct] -clock clk0 [all_outputs]
```
**flow/design.v**
```verilog
module ShiftModule #(parameter N_mant = 24, parameter N_exp = 8, parameter SHIFT_DIRECTION = 0) (
  input wire [N_mant-1:0] data_in,
  input [N_exp-1:0] shift_amout,
  output [N_mant-1:0] shifted_data
);
  wire [N_mant-1:0] shifted_left;
  wire [N_mant-1:0] shifted_right;
  assign shifted_left = data_in << shift_amout;
  assign shifted_right = data_in >> shift_amout;
  assign shifted_data = (SHIFT_DIRECTION == 1) ? shifted_left : shifted_right;
endmodule
```
**flow/run.sh**
```bash
#!/bin/bash
# OpenROAD 26Q1-2900-gdf79404cd8, Yosys 0.63+post, stock flow scripts
make -C /OpenROAD-flow-scripts/flow DESIGN_CONFIG=/design/flow/config.mk WORK_HOME=/design/flow/orfs finish
```
==> notes.md <==
Outcome
- **outcome** finished clean

Final timing
- **RSZ-0062 raised after global routing** no
- **fin crit share** 0.965
- **worst slew pin tran** 0.535 ns
- **Slew Viols, Final** 0
- **Highest Clock Rate** 253 MHz
- **final worst-path setup slack** 0.145 ns
- **relative slew slack** 0.643
- **setup_tns** 0 ns
- **fin crit period** 3.95 ns
- **Hold Fails Final Rpt** 0
- **final setup vio count** 0

Global routing
- **first-pass GRT wire length** 6.36 mm
- **number of antenna violations at the first check in global routing** 0
- **Remaining Overflow, GRT** 0
- **global-route usage over all layers** 0.179
- **number of global-route vias before repair** 1317
- **largest net degree at the start of global routing** 32

Drt
- **DRC marker count from the first detailed-route iteration** 79
- **Routed WL per cell** 16.8 um
- **total number of vias** 1434
- **count of antenna diodes in the layout** 0
- **remaining number of nets flagged by the antenna check after routing** 0
- **DRC** 0
- **First-pass DRT Iterations** 4
- **wire length after detailed routing** 4.00 mm
- **ratio of routed vias to standard cells** 6.03

Floorplanning
- **Floorplan Utilization** 0.325
- **row cnt** 23
- **I/O Pins** 56
- **area of the placeable core** 4140 sq um
- **die outline width** 69.0 um
- **vertical die dimension** 69.0 um
- **area of the die** 4760 sq um

Layout
- **Layout Area Growth over Synthesis** 44.2%
- **fraction of final layout cells sized beyond drive strength 1** 0.160
- **clock tree buffer count of the final layout** 0
- **# fillers** 388
- **count of flip-flops and latches** 0
- **FF+latch area** 0 sq um

Synth
- **combined area of all synthesized cells** 1350 sq um
- **combinational family with the most area after synthesis** multiplexers
- **Syn Inst Count** 140
- **warnings from Yosys** 0
- **FA/HA/MAJ Cells, Area Fraction** 0
- **and-or/or-and share of the synthesized area** 0.159
- **number of cells in the yosys synthesis report** 140
- **Distinct cells, synth** 38
- **sequential element share of the synthesized area** 0
- **synthesized chip area reported by yosys** 1350 sq um
- **proportion of synthesized area in mux cells** 0.617
- **basic-gate share of the synthesized area counting and, or, nand and nor cells** 0.148
- **Synth Area per Inst** 9.61 sq um
- **XOR/XNOR Area Share** 0

Pwr
- **Clock Power Share** 0
- **leakage power** 0.700 nW
- **net switching power** 0.0000814 W
- **worst supply voltage drop on vdd** 0.0468 mV
- **proportion of power drawn by combinational gates** 1.000
- **power per unit of standard cell area** 95.9 nW/um^2
- **sw frac** 0.438
- **sequential fraction of design power** 0
- **internal portion of total power** 0.000105 W

Worst setup path
- **maximum fanout along the worst path** 17
- **Setup crit end kind** output port
- **Setup Crit Path Kind** primary input to output port
- **arrival time reported for the critical path endpoint** 3.13 ns
- **type of element launching the critical path** primary input
- **Worst EP required** 3.28 ns

Place
- **IO Port Bufs** 56
- **Final GP Congestion** 0.911
- **post-place setup slack** 0.172 ns
- **Detail Placement HPWL** 3.24 mm

Min path
- **Hold Path Class** primary input to output port

Run
- **number of max-cap violations** 0
- **number of logged tool warnings** 32

Clock network
- **hold buffer count at cts** 0

cells in the mapped netlist (3+ instances only):
master                     number  area, sq um
sky130_fd_sc_hd__buf_6          5         56.3
sky130_fd_sc_hd__mux2i_1       36          360
sky130_fd_sc_hd__nor2_1        13         48.8
sky130_fd_sc_hd__or3_1          4         25.0
sky130_fd_sc_hd__o22a_1         3         26.3
sky130_fd_sc_hd__o221ai_1       4         35.0
sky130_fd_sc_hd__mux2_2         7         78.8
sky130_fd_sc_hd__nand2_1        5         18.8
sky130_fd_sc_hd__buf_2          6         30.0
sky130_fd_sc_hd__mux4_2        15          338
sky130_fd_sc_hd__nand3_1        3         15.0
sky130_fd_sc_hd__o22ai_1        6         37.5
repair_timing:
item	CTS	global route
gates resized	0	0
setup buffers	0	1
setup endpoints to repair	0	1
through the flow:
step / utilization / std cells / power (W) / hold slack, ns / cell area, sq um
floorplan: - / 140 / 0.000111 / 1.73 / 1350
global placement: 0.466 / 237 / 0.000182 / 2.70 / 1930
detailed placement: 0.466 / 237 / 0.000183 / 2.70 / 1930
CTS: 0.466 / 237 / 0.000184 / 2.71 / 1930
global route: 0.468 / 238 / 0.000202 / 2.74 / 1940
finish: 0.468 / 238 / 0.000186 / 2.70 / 1940
cell usage in the layout (no fill, tap or decap), types with 2 or more instances in the layout:
cell type / synthesis / layout
sky130_fd_sc_hd__o22ai_1: 6 / 6
sky130_fd_sc_hd__mux2i_1: 36 / 36
sky130_fd_sc_hd__nand2b_1: 2 / 2
sky130_fd_sc_hd__mux4_2: 15 / 15
sky130_fd_sc_hd__or2_0: 2 / 2
sky130_fd_sc_hd__o21a_1: 2 / 2
sky130_fd_sc_hd__mux4_1: 2 / 2
sky130_fd_sc_hd__o21ai_0: 2 / 2
sky130_fd_sc_hd__nor2_1: 13 / 13
sky130_fd_sc_hd__mux2_2: 7 / 7
sky130_fd_sc_hd__clkdlybuf4s50_1: 0 / 55
sky130_fd_sc_hd__nand3_1: 3 / 3
sky130_fd_sc_hd__o22a_1: 3 / 3
sky130_fd_sc_hd__or3_1: 4 / 4
sky130_fd_sc_hd__a211oi_1: 2 / 2
sky130_fd_sc_hd__nor3_1: 2 / 2
sky130_fd_sc_hd__buf_4: 1 / 2
sky130_fd_sc_hd__o221ai_1: 4 / 4
sky130_fd_sc_hd__buf_12: 0 / 3
sky130_fd_sc_hd__nand2_1: 5 / 5
cell families after synthesis:
kind of cell | Yosys count
AOI/OAI and AO/OA | 28
buffers and inverters | 14
muxes | 60
and+or+nand+nor | 38
layout make-up:
| class | instances | area (sq um) | area share |
|---|---|---|---|
| inverters | 1 | 3.75 | 0.00194 |
| multi-input cells | 126 | 1240 | 0.641 |
| well taps | 50 | 62.6 | 0.0323 |
| repair buffers | 61 | 631 | 0.325 |
worst paths after layout:
path | slack [ns] | cells past startpoint | endpoint | from
worst max-delay path | 0.15 | 6 | shifted_data[3] | shift_amout[5]
worst min-delay path | 2.70 | 4 | shifted_data[22] | shift_amout[1]
critical path, cell delays in order:
cell and delay, ns:
sky130_fd_sc_hd__clkdlybuf4s50_1 0.46, sky130_fd_sc_hd__or3_4 0.43, sky130_fd_sc_hd__or3_1 0.55, sky130_fd_sc_hd__or2_1 0.32, sky130_fd_sc_hd__o221ai_1 0.08, sky130_fd_sc_hd__clkdlybuf4s50_1 0.49
power by group through the flow:
| stage | Sequential [W] | Clock [W] | Combinational (W) |
|---|---|---|---|
| global route | 0 | 0 | 0.000202 |
| CTS | 0 | 0 | 0.000184 |
| finish | 0 | 0 | 0.000186 |
per-layer routing:
layer | vias up | wire, um | GRT usage
met3 | 6 | 390 | 0.0350
li1 | 678 | - | -
met5 | - | 0 | 0
met4 | 0 | 37 | 0.0230
met2 | 73 | 1800 | 0.272
met1 | 677 | 1770 | 0.277
No activity file was given, so power comes from the tool's default toggle rates.
