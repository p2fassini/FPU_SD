**constraint.sdc**
```tcl
current_design Normalizer

set clk_period 3.6
set clk_io_pct 0.2

create_clock -name clk0 -period $clk_period

set non_clock_inputs [all_inputs -no_clocks]
set_input_delay [expr $clk_period * $clk_io_pct] -clock clk0 $non_clock_inputs
set_output_delay [expr $clk_period * $clk_io_pct] -clock clk0 [all_outputs]
```
**run.sh**
```bash
#!/bin/bash
# OpenROAD 26Q1-2900-gdf79404cd8, Yosys 0.63+post, stock flow scripts
make -C /OpenROAD-flow-scripts/flow DESIGN_CONFIG=/design/flow/config.mk WORK_HOME=/design/flow/orfs finish
```
**design.v**
```verilog
module Normalizer
 #(
    parameter N_mant =25,
    parameter N_exp = 8
) (
    input [N_mant-1:0] mantissa_in,
    input [N_exp-1:0] expoente_in,
    input sel,                                  
    output [N_mant-2:0] mantissa_out, 
    output mantissa_lsb,
    output [N_exp-1:0] expoente_out 
);
assign mantissa_lsb = (sel)?mantissa_in[0]:1'b0;
assign mantissa_out = (sel)? mantissa_in[N_mant-1:1]:mantissa_in[N_mant:0];
assign expoente_out = (sel)? expoente_in+1:expoente_in-1;
endmodule
```
**config.mk**
```make
export PLATFORM = sky130hd
export DESIGN_NAME = Normalizer
export DESIGN_NICKNAME = Normalizer
export VERILOG_FILES = /design/flow/design.v
export SDC_FILE = /design/flow/constraint.sdc
export NUM_CORES = 4
export LEC_CHECK = 1
export CORE_AREA = 10 10 70 70
export DIE_AREA = 0 0 80 80
```
==> results_tabular.tex <==
% Generated from flow reports
\begin{tabular}{lr}
\hline
Metric & Value \\
\hline
\multicolumn{2}{l}{\textbf{Placed design}} \\
\quad Setup slack at placement & -6.23 ps \\
\quad Placer congestion estimate & 0.782 \\
\quad Count of input and output buffers & 67 \\
\quad DP Wirelength & 2.39 mm \\
\quad Placed Area & 1350 µm² \\
\multicolumn{2}{l}{\textbf{Final layout}} \\
\quad Fraction of layout instances using a drive strength above 1 & 26.5\% \\
\quad Total number of sequential cells & 0 \\
\quad Number of filler instances in the final layout & 351 \\
\quad Register cell area after layout & 0 µm² \\
\quad Area growth, synth to finish & 133\% \\
\quad Layout Utilization & 39.5\% \\
\quad Cell area after layout & 1350 µm² \\
\quad \# clk buffers & 0 \\
\multicolumn{2}{l}{\textbf{Routing}} \\
\quad DR vias & 745 \\
\quad Vias per cell & 4.09 \\
\quad Total DRC errors in the routed layout & 0 \\
\quad First-pass iteration count of the detailed router & 4 \\
\quad DRT iter0 DRCs & 9 \\
\quad Post-detailed-route count of antenna-violating nets & 0 \\
\quad Average routed wire per standard cell & 14.4 µm \\
\quad Antenna diode count & 0 \\
\quad Detailed Route WL & 2.62 mm \\
\multicolumn{2}{l}{\textbf{GRT}} \\
\quad Vias in the first global route & 906 \\
\quad Wire length of the first global-routing pass & 4.13 mm \\
\quad Gr usage total & 7.91\% \\
\quad Antenna violations before repair & 0 \\
\quad Maximum number of pins on one net before global-route repair & 27 \\
\quad Total global routing overflow & 0 \\
\multicolumn{2}{l}{\textbf{Yosys}} \\
\quad Most frequent cells after synthesis & 24 x sky130\_fd\_sc\_hd\_\_mux2\_2, 6 x sky130\_fd\_sc\_hd\_\_ha\_1, 5 x sky130\_fd\_sc\_hd\_\_a21oi\_1, 5 x sky130\_fd\_sc\_hd\_\_xnor2\_1 \\
\quad Largest type area fraction & 46.7\% \\
\quad Post-synthesis average cell area & 9.05 µm² \\
\quad Most repeated cell in the gate-level netlist after synthesis & sky130\_fd\_sc\_hd\_\_mux2\_2 \\
\quad Number of warning messages in the yosys log & 1 \\
\quad Register share after synthesis & 0\% \\
\quad Distinct cell type count of the synthesized netlist & 20 \\
\quad Synthesized cell area & 579 µm² \\
\quad Cell count after synthesis & 64 \\
\quad Top cells by area & sky130\_fd\_sc\_hd\_\_mux2\_2 47\%, sky130\_fd\_sc\_hd\_\_ha\_1 13\%, sky130\_fd\_sc\_hd\_\_xnor2\_1 7.6\% \\
\quad Post-synthesis cell type with the largest combined area & sky130\_fd\_sc\_hd\_\_mux2\_2 \\
\quad Yosys Instances & 64 \\
\quad YS chip area & 579 µm² \\
\multicolumn{2}{l}{\textbf{Setup path}} \\
\quad Cell class contributing the biggest share of worst-path delay & buffers and inverters \\
\quad Critical path, cell by cell & clkdlybuf4s50\_1, inv\_2, fa\_1, a21oi\_2, o211ai\_1, a21oi\_1, xnor2\_1, clkdlybuf4s50\_1 \\
\quad Crit path max-delay cell type & sky130\_fd\_sc\_hd\_\_clkdlybuf4s50\_1 \\
\quad Element type at the critical path start & primary input \\
\quad Crit Path Max Fanout & 7 \\
\quad Worst setup EP type & output pin \\
\quad Critical path start-end classification & primary input to output pin \\
\quad CP Data Required Time & 2880 ps \\
\quad Largest stage delay on the critical path & 500 ps \\
\quad Arrival time of data at the critical path endpoint & 2790 ps \\
\quad Sum of buffers and inverters on the critical path & 3 \\
\quad Most used cell along the critical path & sky130\_fd\_sc\_hd\_\_clkdlybuf4s50\_1 \\
\multicolumn{2}{l}{\textbf{Floorplanning}} \\
\quad Die width & 80 µm \\
\quad Number of rows created at floorplan & 21 \\
\quad Floorplan die height & 80 µm \\
\quad Die ar. & 6400 µm² \\
\quad Core ar. & 3420 µm² \\
\quad Top Ports & 67 \\
\quad FP Util & 17.0\% \\
\multicolumn{2}{l}{\textbf{Clock tree}} \\
\quad Cts hold-fix bufs & 0 \\
\quad \# Post-CTS Setup Buffers & 0 \\
\multicolumn{2}{l}{\textbf{STA}} \\
\quad Fmax & 0.285 GHz \\
\quad Unrepaired setup endpoints after global routing & yes \\
\quad Final-report max-slew violation count & 0 \\
\quad Least-Margin Pin Slew & 299 ps \\
\quad Max\_slew headroom & 80.1\% \\
\quad Fin worst setup slack & 85.9 ps \\
\quad Post-layout minimum cycle time & 3510 ps \\
\quad Setup Viol. Count Final & 0 \\
\quad Post-route fraction of the period consumed by the critical path & 97.6\% \\
\quad Final total negative setup slack & 0 ps \\
\quad Final Hold Violation Tally & 0 \\
\multicolumn{2}{l}{\textbf{Min path}} \\
\quad Path type of the worst min-delay path & primary input to output pin \\
\multicolumn{2}{l}{\textbf{Power and ir drop}} \\
\quad Total power per unit cell area & 147 nW/µm² \\
\quad Leakage Power & 0.000518 µW \\
\quad Final Power & 199 µW \\
\quad Peak VDD IR & 0.0579 mV \\
\multicolumn{2}{l}{\textbf{Flow run}} \\
\quad Max cap viols & 0 \\
\quad Warning total across the stage logs & 33 \\
\multicolumn{2}{l}{\textbf{Run status}} \\
\quad Status & finished clean \\
\hline
\end{tabular}
[cell usage in the layout (no fill, tap or decap)]
| cell | n |
|---|---|
| sky130_fd_sc_hd__clkdlybuf4s50_1 | 67 |
| sky130_fd_sc_hd__mux2_2 | 24 |
| sky130_fd_sc_hd__buf_4 | 8 |
| sky130_fd_sc_hd__ha_1 | 6 |
| sky130_fd_sc_hd__xnor2_1 | 5 |
| sky130_fd_sc_hd__a21oi_1 | 4 |
| sky130_fd_sc_hd__nor2_1 | 3 |
| sky130_fd_sc_hd__nand2_1 | 3 |
| sky130_fd_sc_hd__inv_1 | 2 |
| sky130_fd_sc_hd__a211oi_2 | 1 |
| sky130_fd_sc_hd__o21ai_1 | 1 |
| sky130_fd_sc_hd__o21ai_0 | 1 |
| sky130_fd_sc_hd__a41oi_2 | 1 |
| sky130_fd_sc_hd__inv_2 | 1 |
| sky130_fd_sc_hd__a21oi_2 | 1 |
| sky130_fd_sc_hd__o211ai_1 | 1 |
| sky130_fd_sc_hd__o21bai_1 | 1 |
| sky130_fd_sc_hd__nor2b_1 | 1 |
| sky130_fd_sc_hd__a21o_1 | 1 |
| sky130_fd_sc_hd__a211oi_1 | 1 |
| sky130_fd_sc_hd__xor2_1 | 1 |
| sky130_fd_sc_hd__and2_1 | 1 |
| sky130_fd_sc_hd__fa_1 | 1 |
[metrics by stage]
stage,hold slack [ps],std cells
final,2410,182
after global routing,2440,182
after global placement,2420,182
after CTS,2420,182
after floorplan,1450,64
after detailed placement,2400,182
[layout make-up]
class / instances / area, µm² / share of cell area, %
Timing Repair Buffer: 75 / 731 / 54.1
Multi-Input combinational cell: 58 / 551 / 40.8
Tap cell: 46 / 57.6 / 4.26
Inverter: 3 / 11.3 / 0.834
[metal layers]
layer	share of wire [%]	vias up	global-route usage [%]
met1	35	305	7.16
met3	27	0	10.0
met5	0	-	0
met4	0	0	0
li1	-	386	-
met2	38	54	11.7
[kinds of logic after synthesis]
group / synth area share, %
XOR/XNOR: 9.07
buffers and inverters: 5.62
AND-OR/OR-AND: 16.2
multiplexers: 46.7
AND/OR/NAND/NOR: 6.05
adder cells (fa/ha/maj): 16.4
[repair_timing]
item / 4_1_cts / 5_1_grt
endpoints found under the setup margin: 1 / 4
resized: 1 / 2
hold endpoints to repair: 0 / 0
pin swaps: 0 / 2
cloned: 0 / 0
[power breakdown]
group / internal (µW) / switching, µW
clock: 0 / 0
sequential: 0 / 0
combinational: 143 / 56.3
total: 143 / 56.3
[final timing paths]
kind	from	end	slack [ps]	depth (start not counted)
hold / removal	mantissa_in[0]	mantissa_lsb	2410	3
setup / recovery	sel	expoente_out[6]	90	8
Power and IR drop assume default switching activity.
