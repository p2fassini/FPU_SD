<file path="./run.sh">
#!/bin/bash
# OpenROAD 26Q1-2900-gdf79404cd8, Yosys 0.63+post, stock flow scripts
make -C /OpenROAD-flow-scripts/flow DESIGN_CONFIG=/design/flow/config.mk WORK_HOME=/design/flow/orfs finish
</file>
<file path="./config.mk">
export PLATFORM = sky130hd
export DESIGN_NAME = Alu_BGE
export DESIGN_NICKNAME = Alu_BGE
export VERILOG_FILES = /design/flow/design.v
export SDC_FILE = /design/flow/constraint.sdc
export NUM_CORES = 4
export LEC_CHECK = 1
export CORE_AREA = 10 10 84 84
export DIE_AREA = 0 0 94 94
</file>
<file path="./constraint.sdc">
current_design Alu_BGE

set clk_period 16.2
set clk_io_pct 0.2

create_clock -name clk0 -period $clk_period

set non_clock_inputs [all_inputs -no_clocks]
set_input_delay [expr $clk_period * $clk_io_pct] -clock clk0 $non_clock_inputs
set_output_delay [expr $clk_period * $clk_io_pct] -clock clk0 [all_outputs]
</file>
<file path="./design.v">
module Alu_BGE #(
  parameter WIDTH = 24
)(
  input [WIDTH-1:0] left,
  input sinal_left,
  input [WIDTH-1:0] right,
  input sinal_right,
  output [WIDTH-1:0] maior_mantissa,
  output [WIDTH-1:0] menor_mantissa,
  output sinal_resultado,
  output Cout
); 
  wire subtract;
  assign subtract = 1'b1;
  wire [WIDTH:0] C;
  wire [WIDTH-1:0] result;
  genvar i;
  generate
    for (i = 0; i < WIDTH; i = i + 1) begin : fa_inst
      fullAdder FA (
        .A(left[i]),
        .B(right[i] ^ subtract),
        .Cin(C[i]),
        .result(result[i]),
        .Cout(C[i+1])
      );
    end
  endgenerate
  assign maior_mantissa = (result[WIDTH-1])?right:left;
  assign menor_mantissa = (result[WIDTH-1])?left:right;
  assign sinal_resultado =(result[WIDTH-1])?sinal_right:sinal_left;
  assign Cout = C[WIDTH];
endmodule
module fullAdder (
    input A,
    input B,
    input Cin,
    output result,
    output Cout
);
    assign result = A ^ B ^ Cin;
    assign Cout = (A & B) | (Cin & (A | B));
endmodule
</file>
==> impl_metrics.json <==
{
  "setup_tns_ns": 0,
  "fp_util_pct": 19.7,
  "setup_slack_ns": 5.54,
  "grt-busiest-layer": "met2",
  "fa_ha_area_share_pct": 5.01,
  "regArea_um2": 0,
  "whs_ns": 7.45,
  "dieArea_um2": 8840,
  "num_rows": 26,
  "synth_top_cell_by_count": "mux2_2",
  "ys_area_um2": 1020,
  "first_global_vias": 1386,
  "routed-via-count": 1411,
  "worst_slew_pin_slew_ns": 0.622,
  "drt_wl_total_um": 4450,
  "grt_max_degree": 37,
  "stdcell_count": 311,
  "grt_first_pass_wirelength_um": 6980,
  "cellLeakagePower_nw": 0.795,
  "routedWlPerCell_um": 14.3,
  "layout_min_cycle_time_ns": 10.66,
  "cap_violations": 0,
  "mux_area_share_pct": 35.2,
  "setup_viol": 0,
  "pre_cts_ws_ns": 5.53,
  "postCtsSetupBuffers": 0,
  "finalCritPeriodShare_pct": 65.8,
  "cp-end-kind": "output pin",
  "cp_max_fo": 36,
  "first_iter_violations": 58,
  "ys_top_logic_family": "multiplexers",
  "synthesis.area_um2": 1020,
  "hold_class": "primary input to output pin",
  "yosys.area.top_type": "mux2_2",
  "gp_congestion": 0.810,
  "globalRouteMet2Util_pct": 14.8,
  "status": "finished, final reports clean",
  "coreArea_um2": 5200,
  "drive_gt1_share_pct": 15.4,
  "p_per_area_nw_per_um2": 49.4,
  "synth_cell_types": 38,
  "syn_avg_cell_area_um2": 6.96,
  "grt_overflow_total": 0,
  "worstSetupPathType": "primary input to output pin",
  "tool_warnings": 32,
  "hold_viol": 0,
  "grt.met3_usage_pct": 4.93,
  "common_cells": "mux2_2 (32), nand2_1 (18), inv_1 (16)",
  "ys_seq_share_pct": 0,
  "timing.fmax_mhz": 93.8,
  "ys_cells": 147,
  "netlist_top_cells_area": "mux2_2 (35%), o21ai_0 (7.3%), nand2_1 (6.6%)",
  "ant_nets": 0,
  "die-width_um": 94,
  "comb_area_um2": 940,
  "drc": 0,
  "ys_sh_xor_pct": 0,
  "ys_warn_count": 1,
  "compound_area_share_pct": 27.3,
  "rsz0062_at_grt": "false",
  "port_buffers": 100,
  "crit_required_ns": 12.96,
  "dp_hpwl_um": 3830,
  "die_h_um": 94,
  "netlist.area_leader.share_pct": 35.2,
  "startpoint_type": "primary input",
  "nFillCells": 545,
  "cts-hold-fix-buffers": 0,
  "drv_slew": 0,
  "area_delta_synth_final_pct": 105,
  "antenna_cells_inserted": 0,
  "antenna_found_initial": 0,
  "num_io_pins": 100,
  "vias_per_cell": 4.54,
  "cts_resized": 0,
  "dr.pass1.iters": 4,
  "ir_worst_vdd_v": 0.0000208,
  "utilization_pct": 40.3,
  "dpl.cell_count": 311,
  "yosys.area_share.simple_pct": 24.1,
  "syn_inst": 147,
  "clock_buffers": 0,
  "track_usage_pct": 9.45,
  "design.seq.count": 0,
  "grt_use_met1_pct": 12.0,
  "worstPathArrival_ns": 7.42,
  "slew_headroom_pct": 58.5
}
where the power goes:
part / switching (mW) / internal (mW) / total [mW]
clock: 0 / 0 / 0
sequential: 0 / 0 / 0
combinational: 0.0329 / 0.0707 / 0.104
total: 0.0329 / 0.0707 / 0.104
final timing paths:
kind | start | end | slack, ns | depth (start not counted)
setup / recovery | left[4] | maior_mantissa[0] | 5.54 | 11
hold / removal | left[1] | maior_mantissa[1] | 7.45 | 4
critical path, stage by stage:
cell	delay, ns
clkdlybuf4s50_1	0.48
nor2b_1	0.16
nor4_1	0.40
o211ai_1	0.17
a311o_1	0.46
a21o_1	0.20
a21o_1	0.18
fa_2	0.85
buf_4	0.44
mux2_2	0.38
clkdlybuf4s50_1	0.43
per-stage QoR:
stage	total power [mW]	instance area, µm²
after floorplan	0.0381	1020
after global placement	0.106	2100
after detailed placement	0.105	2100
after global routing	0.114	2100
after CTS	0.106	2100
final	0.104	2100
cells by family after synthesis:
group | after synthesis
AOI/OAI and AO/OA | 41
adders and majority gates | 4
buffers and inverters | 23
muxes | 32
and+or+nand+nor | 47
layout make-up:
class / count / area share, %
Inverter: 16 / 2.87
Multi-Input combinational cell: 124 / 44.8
Tap cell: 70 / 4.18
Timing Repair Buffer: 101 / 48.1
cell usage in the layout, fill, tap and decap left out, drive strengths merged, types with 2 or more instances in the layout:
cell	instances
a21o	2
a21oi	2
a221oi	2
a31oi	3
clkdlybuf4s50	100
inv	16
maj3	3
mux2	32
nand2	18
nand2b	7
nand3	3
nor2	2
nor2b	9
o21ai	15
o22ai	3
o2bb2ai	2
routing by layer:
layer  wire [µm]  vias up  share of wire, %
li1            -      731                 -
met2        1910       60                43
met3         603        0                14
met4           0        0                 0
met1        1950      620                44
met5           0        -                 0
Power figures rest on the tool's default switching activity, not on a simulated workload.
